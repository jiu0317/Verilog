==> flow/design.v <==
`timescale 1ns / 1ps
module combi_test_1(
	input 	[7:0] i_value_a		,
	input 	[7:0] i_value_b		,
    output  [7:0] o_value_add	,
    output  [7:0] o_value_sub	,
    output  [7:0] o_value_mul	,
    output  [7:0] o_value_div	
    );
reg  [7:0] r_value_add	;
reg  [7:0] r_value_sub	;
reg  [7:0] r_value_mul	;
reg  [7:0] r_value_div	;
always @(*) begin
	r_value_add = i_value_a + i_value_b;
	r_value_sub = i_value_a - i_value_b;
	r_value_mul = i_value_a * i_value_b;
	r_value_div = i_value_a / i_value_b;
end
assign o_value_add = r_value_add;
assign o_value_sub = r_value_sub;
assign o_value_mul = r_value_mul;
assign o_value_div = r_value_div; 
endmodule
==> flow/run.sh <==
#!/bin/bash
# OpenROAD 26Q1-2900-gdf79404cd8, Yosys 0.63+post, stock flow scripts
make -C /OpenROAD-flow-scripts/flow DESIGN_CONFIG=/design/flow/config.mk WORK_HOME=/design/flow/orfs finish
==> flow/config.mk <==
export PLATFORM = sky130hd
export DESIGN_NAME = combi_test_1
export DESIGN_NICKNAME = combi_test_1
export VERILOG_FILES = /design/flow/design.v
export SDC_FILE = /design/flow/constraint.sdc
export NUM_CORES = 4
export LEC_CHECK = 1
export CORE_UTILIZATION = 30
==> flow/constraint.sdc <==
current_design combi_test_1

set clk_period 25.6
set clk_io_pct 0.2

create_clock -name clk0 -period $clk_period

set non_clock_inputs [all_inputs -no_clocks]
set_input_delay [expr $clk_period * $clk_io_pct] -clock clk0 $non_clock_inputs
set_output_delay [expr $clk_period * $clk_io_pct] -clock clk0 [all_outputs]
==> Changelog: implementation <==
## Implementation

- Run status: complete, no violations
- Synthesized area: roughly 3000 sq um
- Stage-log warning count: 43
- Io pins: 48
- Sequential share of power: 0
- Max Clk Rate: roughly 0.045 GHz
- Setup TNS: 0 ns
- Slew Limit Headroom: 0.459
- Post-route ant nets: 0
- Worst-margin pin slew: approximately 0.81 ns
- Die area: about 10,000 sq um
- HP Class: input pin to output pin
- Drt drc: 0
- CP max FO: 14
- Slowest Stage Delay on Critical Path: between 0.6 and 0.7 ns
- Comb power frac: 1.000
- Final Setup Violations: 0
- Post-CTS setup buffers: 0
- DP Worst Slack: between 3 and 4 ns
- VDD IR max: approximately 0.000017 V
- Top cell type by instance count after synthesis: ha_1
- Distinct lib cells used: between 50 and 60
- First-pass GRT wire length: 13.0 mm
- DIE HEIGHT: a little over 100 um
- Initial antenna violation count: 0
- Drt via density: 4.88
- Seq/Total Area, Yosys: 0
- Top post-synthesis cells by count: ha_1, inv_1, nor2_1, a21oi_1
- Sw Ratio: 0.456
- Area contributors post-synth: ha_1, fa_1, inv_1
- Core ar.: just under 10,000 sq um
- Ys cells: approximately 400
- Arrival time worst endpoint: between 15 and 20 ns
- Cycle use final: 0.874
- Post-CTS resize count: 0
- # clk buffers: 0
- ANT cells: 0
- Startpoint types: input pin
- Fillers: around 1,000
- Area growth syn-to-layout: 20.5%
- Fin. Hold Viols: 0
- Yosys Chip Area: about 3000 sq um
- Max-cap viol count: 0
- Critical Path Slowest Stage Cell: clkdlybuf4s50_1
- IO buf count: 48
- GPL Wtd Cong: around 0.9
- Worst Setup SP: i_value_b[0]
- Flop area: 0 sq um
- FP Core Util: 0.308
- Syn. warnings: 1
- Top cell area share: 0.288
- CTS Hold Buffers Added: 0
- Hold Crit Start: i_value_b[2]
- Flops: 0
- Leakage Power: 1.70 nW
- Largest net degree at the start of global routing: 15
- Min Tclk post-route: ~22 ns
- Area leader, netlist: ha_1
- NetSw: 53.1 uW
- Worst setup EP type: output pin
- Synthesized netlist cell count: 398
- Synthesized area per cell: roughly 7.5 sq um
- Crit path DRT: 20.48 ns
- Pwr Density: between 30 and 40 nW/um^2
- Total number of vias: between 2,000 and 3,000
- Core Rows: 36
- RSZ-0062 raised after global routing: false
- Post-DP HPWL: roughly 6.5 mm
- Placed Area: around 3600 sq um
- Int Power: roughly 63 uW
- Share of layout cells above drive strength 1: 0.0297
- Drt pass-1 iters: 4
- Final instance area: between 3000 and 4000 sq um
- Total Power: about 120 uW
- Final Routed Wirelength: 7.72 mm
- Final Max Slew Viols: 0
- Final worst slack: 3.22 ns
- Vias in the first global route: 2,629
- DR iter-0 viols: around 97
- Hold EP: o_value_div[6]
- CP dominant cell by count: ha_1
- DR WL/cell: 13.5 um
- Hold depth: 3
- Clk pwr share: 0
- Die extent in x: a little over 100 um
- Total gr overflow: 0
- Critical path class: input pin to output pin
- Gr usage total: 0.159
per-layer routing:
layer / wire (um) / global-route usage
met2: 3520 / 0.276
met3: 307 / 0.00348
met1: 3870 / 0.236
met4: 18 / 0.00440
met5: 0 / 0
logic make-up (layout without fill, tap and decap cells):
kind of cell    Yosys count  in the layout  synth area share
simple gates             97             97             0.155
compound gates           94             94             0.213
fa+ha+maj                83             83             0.381
buf+inv                  72            112            0.0918
xor+xnor                 38             38             0.111
mux                      14             14            0.0484
worst max path at each step:
stage / to / slack [ns] / cells after the start
6_report: o_value_div[0] / 3.22 / 49
5_1_grt: o_value_div[0] / 1.83 / 49
4_1_cts: o_value_div[0] / 3.23 / 49
power groups by stage:
| stage | combinational [mW] | sequential [mW] | clock, mW |
|---|---|---|---|
| 4_1_cts | 0.117 | 0 | 0 |
| 5_1_grt | 0.133 | 0 | 0 |
| 6_report | 0.116 | 0 | 0 |
critical path, delay by kind of cell:
kind            cells  cell delay, ns
compound gates     26            5.89
fa+ha+maj           8            2.50
buf+inv             6            1.70
mux                 5            1.65
simple gates        4            0.40
cell usage in the layout (no fill, tap or decap), drive strengths merged, types with 2 or more instances in the layout:
cell type	synthesis	final
ha	69	69
inv	63	63
clkdlybuf4s50	0	48
nor2	33	33
a21oi	27	27
nand2	25	25
xnor2	25	25
o21ai	22	22
fa	14	14
xor2	13	13
mux2i	10	10
a21o	9	9
nor3	8	8
o21a	6	6
nor2b	5	5
o21bai	4	4
and2	4	4
or3	4	4
mux2	4	4
o211ai	4	4
or4	3	3
or2	3	3
a21boi	3	3
nand2b	3	3
nor4	2	2
o221ai	2	2
o22ai	2	2
nor3b	2	2
a2111oi	2	2
a221oi	2	2
final cells by class:
type | count | area (sq um) | area share
multi-input cells | 326 | 2720 | 0.754
repair buffers | 49 | 488 | 0.135
inverters | 63 | 236 | 0.0654
well taps | 133 | 166 | 0.0460
stage by stage:
stage | util | hold slack [ns] | std cells
final | 0.372 | 11.39 | 571
after global routing | 0.372 | 11.43 | 571
after CTS | 0.372 | 11.40 | 571
after detailed placement | 0.372 | 11.40 | 571
after global placement | 0.372 | 11.40 | 571
after floorplan | - | 10.26 | 398
Power is estimated from default activity; no workload was simulated.
