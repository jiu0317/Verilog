==> design.v <==
`timescale 1ns / 1ps
module combi_test_0(
	input 	[7:0] i_value_a		,
	input 	[7:0] i_value_b		,
    output  [7:0] o_value_add	,
    output  [7:0] o_value_sub	,
    output  [7:0] o_value_mul	,
    output  [7:0] o_value_div	
    );
assign o_value_add = i_value_a + i_value_b;
assign o_value_sub = i_value_a - i_value_b;
assign o_value_mul = i_value_a * i_value_b;
assign o_value_div = i_value_a / i_value_b;  
endmodule
==> run.sh <==
#!/bin/bash
# OpenROAD 26Q1-2900-gdf79404cd8, Yosys 0.63+post, stock flow scripts
make -C /OpenROAD-flow-scripts/flow DESIGN_CONFIG=/design/flow/config.mk WORK_HOME=/design/flow/orfs finish
==> config.mk <==
export PLATFORM = sky130hd
export DESIGN_NAME = combi_test_0
export DESIGN_NICKNAME = combi_test_0
export VERILOG_FILES = /design/flow/design.v
export SDC_FILE = /design/flow/constraint.sdc
export NUM_CORES = 4
export LEC_CHECK = 1
export CORE_UTILIZATION = 40
==> constraint.sdc <==
current_design combi_test_0

set clk_period 19.2
set clk_io_pct 0.2

create_clock -name clk0 -period $clk_period

set non_clock_inputs [all_inputs -no_clocks]
set_input_delay [expr $clk_period * $clk_io_pct] -clock clk0 $non_clock_inputs
set_output_delay [expr $clk_period * $clk_io_pct] -clock clk0 [all_outputs]
==> results.txt <==
Synthesis and place-and-route results.

- The flow ran to the end, and the final reports show no timing, DRC or antenna violations.
- The die span in y is 90.54 um.
- The hold path startpoint is i_value_b[0].
- The via count of the first global-routing pass came to approximately 2.8k.
- According to the hold report, the worst path is of the input pin to primary output type.
- The first-pass GRT wire length is ~14,000 um.
- STA classifies the critical path endpoint as a primary output.
- For the final routed database, the setup TNS stands at 0 ns.
- In the finished design the tool counted flip-flops and latches totalling 0.
- The topmost layer with routed signal wires is met4.
- Per the final layout report, the fraction of cells sized above drive strength 1 comes to 6.291%.
- After global routing the overflow that remains totals 0.
- The number of antenna violations at the first check in global routing is 0.
- The site row count is 31.
- For this run, the chip area from Yosys synthesis comes to 3136 um2.
- Summing over the stages, the warning tally comes to 43.
- The final hold violation count is 0.
- The first detailed-routing pass ran for 4 iterations.
- Along the worst path, the maximum fanout reaches 13.
- The floorplan core density is a little over two fifths.
- Averaged over all synthesized cells, the footprint is 7.483 um2.
- After filler insertion, the fill cell instance count of the layout stands at between 700 and 800.
- Sequential elements use 0% of the synthesized area.
- The overall routing resource usage is 20.90%.
- The core area is around 7400 um2.
- The total of buffers placed on input and output ports is 48.
- The final number of setup-violating endpoints is 0.
- The post-detailed-route wirelength per cell is roughly 15 um.
- The synthesized design devotes to its leading area cell type 27.53% of total area.
- After layout, the worst path uses 96.14% of the clock period.
- The timing report gives the biggest stage delay along the critical path as 0.63 ns.
- The leakage component of the power was reported as between 1.5 and 2 nW.
- The maximum clock rate is 0.05418 GHz.
- The routed metal-1 wire length is 4224 um.
- The endpoint required time on the critical path is 15.36 ns.
- The area occupied by registers is 0 um2.
- The number of remaining DRC errors is 0.
- The floorplan report gives the top-level pin count as ~48.
- The post-synthesis to final-layout area growth is 19.07%.
- Counting the clock-network buffers in the layout gives 0.
- The routed design has between 8000 and 9000 um of wire.
- Sorting the synthesis cell report by count puts at the top sky130_fd_sc_hd__ha_1.
- In this run the cell area of the synthesized design comes to approximately 3100 um2.
- Ranked by total cell area, the synthesized netlist is headed by sky130_fd_sc_hd__ha_1, sky130_fd_sc_hd__fa_1, sky130_fd_sc_hd__xnor2_1.
- Per the synthesis report, the number of distinct cell types is about 63.
- The count of antenna-violating nets left after detailed routing is 0.
- The horizontal die dimension is 90.54 um.
- The completed layout was analyzed and its total power is 0.0001620 W.
- The cell area power density is approximately 43 nW/um2.
- The number of slew-limit violations in the final report is 0.
- The end of the worst hold path is o_value_mul[0].
- Antenna repair during routing inserted a diode count of 0.
- In the synthesized netlist, the number of instances is roughly 420.
- The slowest library cell on the worst path is sky130_fd_sc_hd__or4b_2.
- The post-route minimum period is 18.46 ns.
- The post-detailed-placement half-perimeter wirelength is 6604 um.
- The synthesis report lists the Yosys warning total as 0.
- Summed over all instances, the cell type with the most area after synthesis is sky130_fd_sc_hd__ha_1.
- The starting DRC count in detailed routing is between 100 and 150.
- The routed length on met2 is 3584 um.
- The placer congestion estimate is 0.9049.
- After detailed routing, the number of vias per cell comes to 5.295.
- The worst ir drop on vdd is 0.02840 mV.
- The met3 wirelength from detailed routing is roughly 360 um.
- The data arrival at the endpoint of the critical path is 14.62 ns.
- The number of hold buffers added after CTS was 0.
- The final core utilization is 50.40%.
- The placed instances occupy a cell area of 3705 um2.
- Setup repair after global routing left no endpoint under its margin.
- The largest net degree at the start of global routing is 14.
- The hold-critical path depth is 3.
- The cell repeated most along the worst path is sky130_fd_sc_hd__ha_1.
- By count the netlist is led by sky130_fd_sc_hd__ha_1, sky130_fd_sc_hd__inv_1, sky130_fd_sc_hd__nor2_1.
- The finished cells cover 3734 um2.
- The chip occupies 8197 um2.
- Per the detail_route report, the via count comes to 2,965.
- The nature of the critical path startpoint is an input pin.
- The pin closest to its max-slew limit shows a slew of 0.6250 ns.
- For this design, Yosys synthesis ends with a cell count of about 420.
- By startpoint and endpoint, the worst setup path is classified as input pin to primary output.
- The run reported a max-capacitance violation count of 0.
- The worst slew slack as a fraction of its limit is just under 60%.
[what timing repair did]
action | 4_1_cts | 5_1_grt
resized | 0 | 7
buffers inserted | 0 | 1
setup endpoints to repair | 0 | 1
[logic make-up after synthesis]
| family | synth area share, % |
|---|---|
| XOR/XNOR | 9.776 |
| AND/OR/NAND/NOR | 20.75 |
| multiplexers | 1.716 |
| AND-OR/OR-AND | 22.75 |
| adder cells (fa/ha/maj) | 36.47 |
| buffers and inverters | 8.539 |
[worst max-delay path: cells and delay by family]
family | cells | cell delay (ns)
adder cells (fa/ha/maj) | 7 | 2.01
AND-OR/OR-AND | 20 | 3.76
multiplexers | 2 | 0.65
AND/OR/NAND/NOR | 12 | 3.27
buffers and inverters | 3 | 1.07
[cell type report]
type	count	area, um2	share of cell area [%]
multi-input cells	352	2882	77.18
well taps	99	123.9	3.318
inverters	58	217.7	5.831
repair buffers	51	510.5	13.67
[stage by stage]
stage          worst slack (ns)  cells  hold WS (ns)
2_1_floorplan             2.263    419         7.809
3_3_place_gp             0.5812    559         8.868
3_5_place_dp             0.3712    559         8.863
4_1_cts                  0.3404    559         8.869
5_1_grt                0.002716    560         8.748
6_report                 0.7416    560         8.664
[metal layers]
layer	up-vias	GRT usage (%)
met4	0	2.151
met1	1352	32.29
met2	68	33.27
met5	-	0
met3	2	1.453
li1	1543	-
[how the worst max path moves through the flow]
stage | end | slack, ns | cells past startpoint | start
4_1_cts | o_value_div[0] | 0.34 | 44 | i_value_b[6]
5_1_grt | o_value_div[0] | 0.003 | 47 | i_value_b[4]
6_report | o_value_div[0] | 0.74 | 44 | i_value_b[4]
[layout by cell type, fill, tap and decap left out, types with 3 or more instances in the layout]
master                            instances
sky130_fd_sc_hd__nand3_1                  3
sky130_fd_sc_hd__a21o_1                   5
sky130_fd_sc_hd__nand2_1                 28
sky130_fd_sc_hd__o21bai_1                 7
sky130_fd_sc_hd__nor3_1                  12
sky130_fd_sc_hd__a21oi_1                 24
sky130_fd_sc_hd__xor2_1                  10
sky130_fd_sc_hd__inv_1                   56
sky130_fd_sc_hd__a31oi_1                  3
sky130_fd_sc_hd__ha_1                    69
sky130_fd_sc_hd__o211ai_1                 6
sky130_fd_sc_hd__o21ai_0                 20
sky130_fd_sc_hd__nor2_1                  41
sky130_fd_sc_hd__o21a_1                   8
sky130_fd_sc_hd__fa_1                    14
sky130_fd_sc_hd__nor3b_1                  3
sky130_fd_sc_hd__nand4_1                  3
sky130_fd_sc_hd__buf_4                    3
sky130_fd_sc_hd__or3_1                   10
sky130_fd_sc_hd__nor2b_1                  6
sky130_fd_sc_hd__xnor2_1                 25
sky130_fd_sc_hd__mux2_2                   3
sky130_fd_sc_hd__clkdlybuf4s50_1         45
sky130_fd_sc_hd__dlymetal6s2s_1           3
sky130_fd_sc_hd__and2_1                   6
[where the power goes]
part	internal, W	total [W]	switching [W]
registers	0	0	0
logic	0.0000874	0.000162	0.0000746
clock network	0	0	0
total	0.0000874	0.000162	0.0000746
Power is estimated from default activity; no workload was simulated.
